File: config.mk
export PLATFORM = sky130hd
export DESIGN_NAME = regfile
export DESIGN_NICKNAME = regfile
export VERILOG_FILES = /design/flow/design.v
export SDC_FILE = /design/flow/constraint.sdc
export NUM_CORES = 4
export LEC_CHECK = 1
export CORE_UTILIZATION = 40
File: constraint.sdc
current_design regfile

set clk_period 15.8
set clk_io_pct 0.2

create_clock -name clk0 -period $clk_period [get_ports {clk}]

set non_clock_inputs [all_inputs -no_clocks]
set_input_delay [expr $clk_period * $clk_io_pct] -clock clk0 $non_clock_inputs
set_output_delay [expr $clk_period * $clk_io_pct] -clock clk0 [all_outputs]
File: design.v
interface mem_itf(
    input   bit         clk,
    input   bit         rst
);
    logic   [31:0]      addr;
    logic   [3:0]       rmask;
    logic   [3:0]       wmask;
    logic   [31:0]      rdata;
    logic   [31:0]      wdata;
    logic               resp;
    bit                 error = 1'b0;
    modport dut (
        input           clk,
        input           rst,
        output          addr,
        output          rmask,
        output          wmask,
        input           rdata,
        output          wdata,
        input           resp
    );
    modport mem (
        input           clk,
        input           rst,
        input           addr,
        input           rmask,
        input           wmask,
        output          rdata,
        input           wdata,
        output          resp,
        output          error
    );
    modport mon (
        input           clk,
        input           rst,
        input           addr,
        input           rmask,
        input           wmask,
        input           rdata,
        input           wdata,
        input           resp,
        output          error
    );
endinterface
interface mon_itf(
    input   bit             clk,
    input   bit             rst
);
            logic           valid;
            logic   [63:0]  order;
            logic   [31:0]  inst;
            logic           halt;
            logic   [4:0]   rs1_addr;
            logic   [4:0]   rs2_addr;
            logic   [31:0]  rs1_rdata;
            logic   [31:0]  rs2_rdata;
            logic   [4:0]   rd_addr;
            logic   [31:0]  rd_wdata;
            logic   [31:0]  pc_rdata;
            logic   [31:0]  pc_wdata;
            logic   [31:0]  mem_addr;
            logic   [3:0]   mem_rmask;
            logic   [3:0]   mem_wmask;
            logic   [31:0]  mem_rdata;
            logic   [31:0]  mem_wdata;
            bit             error = 1'b0;
endinterface
package rv32i_types;
    typedef enum logic [6:0] {
        op_b_lui   = 7'b0110111,  
        op_b_auipc = 7'b0010111,  
        op_b_jal   = 7'b1101111,  
        op_b_jalr  = 7'b1100111,  
        op_b_br    = 7'b1100011,  
        op_b_load  = 7'b0000011,  
        op_b_store = 7'b0100011,  
        op_b_imm   = 7'b0010011,  
        op_b_reg   = 7'b0110011,  
        op_b_csr   = 7'b1110011   
    } rv32i_op_b_t;
    typedef enum bit [6:0] {
        op_lui   = 7'b0110111,  
        op_auipc = 7'b0010111,  
        op_jal   = 7'b1101111,  
        op_jalr  = 7'b1100111,  
        op_br    = 7'b1100011,  
        op_load  = 7'b0000011,  
        op_store = 7'b0100011,  
        op_imm   = 7'b0010011,  
        op_reg   = 7'b0110011   
    } rv32i_opcode;
    typedef enum logic {
        rs1_out = 1'b0
        ,pc_out = 1'b1
    } alu_m1_sel_t;
    typedef enum bit [2:0] {
        beq  = 3'b000,
        bne  = 3'b001,
        blt  = 3'b100,
        bge  = 3'b101,
        bltu = 3'b110,
        bgeu = 3'b111
    } branch_funct3_t;
    typedef enum bit [2:0] {
        lb  = 3'b000,
        lh  = 3'b001,
        lw  = 3'b010,
        lbu = 3'b100,
        lhu = 3'b101
    } load_funct3_t;
    typedef enum bit [2:0] {
        sb = 3'b000,
        sh = 3'b001,
        sw = 3'b010
    } store_funct3_t;
    typedef enum bit [2:0] {
        add  = 3'b000,  
        sll  = 3'b001,
        slt  = 3'b010,
        sltu = 3'b011,
        axor = 3'b100,
        sr   = 3'b101,  
        aor  = 3'b110,
        aand = 3'b111
    } arith_funct3_t;
    typedef enum bit [2:0] {
        alu_add = 3'b000,
        alu_sll = 3'b001,
        alu_sra = 3'b010,
        alu_sub = 3'b011,
        alu_xor = 3'b100,
        alu_srl = 3'b101,
        alu_or  = 3'b110,
        alu_and = 3'b111
    } alu_ops;
    typedef struct packed {
        logic   [31:0]  pc;
        logic   [31:0]  pc_next;
        logic           valid;
        logic   [31:0]  inst;
        logic   [4:0]   rd_s;
        logic   [31:0]  alu_result;
        logic   [4:0]   rs1_s;
        logic   [4:0]   rs2_s;
        logic   [31:0]  rs1_v;
        logic   [31:0]  rs2_v;
        logic   [3:0]   mem_wmask;
        logic   [3:0]   mem_rmask;
        logic           regf_we;
        logic   [6:0]   opcode;
        logic   [31:0]  mem_wdata;
        logic   [2:0]   funct3;
        logic   [31:0]  d_mem_addr;
        logic   [31:0]  unconst_addr;
        logic           br_en;
    } mem_wb_stage_reg_t;
    typedef struct packed {
        logic   [31:0]  inst;
        logic   [31:0]  alu_result;
        logic   [31:0]  pc;
        logic   [31:0]  pc_next;
        logic           valid;
        logic   [4:0]   rd_s;
        logic   [31:0]  rs1_v;
        logic   [31:0]  rs2_v;
        logic   [3:0]   mem_wmask;
        logic   [3:0]   mem_rmask;
        logic   [4:0]   rs1_s;
        logic   [4:0]   rs2_s;
        logic           regf_we;
        logic   [6:0]   opcode;
        logic   [31:0]  br_addr;
        logic           br_en_out;
        logic   [31:0]  mem_wdata;
        logic   [31:0]  mem_addr;
        logic   [2:0]   funct3;
    } ex_mem_stage_reg_t;
    typedef struct packed {
        logic   [31:0]  inst;
        logic   [2:0]   funct3;
        logic   [31:0]  imm;
        logic   [4:0]   rd_s;
        logic   [31:0]  rs1_v;
        logic   [31:0]  rs2_v;
        logic   [2:0]   aluop;
        logic           alusrc;
        logic   [3:0]   mem_wmask;
        logic   [3:0]   mem_rmask;
        logic           valid;
        logic   [4:0]   rs1_s;
        logic   [4:0]   rs2_s;
        logic   [31:0]  pc;
        logic           regf_we;
        logic   [1:0]   a_src;
        logic   [2:0]   cmpop;
        logic           f_src;
        logic   [6:0]   opcode;
        logic   [31:0]  br_imm;
        logic           br_sel;
        logic   [1:0]   br_en_sel;
    } id_ex_stage_reg_t;
    typedef struct packed {                 
       logic    [31:0]   pc;
       logic             valid;
    } if_id_stage_reg_t;
endpackage
module regfile
(
    input   logic           clk,
    input   logic           rst,
    input   logic           regf_we,
    input   logic   [31:0]  rd_v,
    input   logic   [4:0]   rs1_s, rs2_s, rd_s,
    output  logic   [31:0]  rs1_v, rs2_v
);
            logic   [31:0]  data [32];
    always_ff @(posedge clk) begin
        if (rst) begin
            for (int i = 0; i < 32; i++) begin
                data[i] <= '0;
            end
        end else if (regf_we && (rd_s != 5'd0)) begin
            data[rd_s] <= rd_v;
        end
    end
    always_comb  begin
            rs1_v = (rs1_s != 5'd0) ? data[rs1_s] : '0;
            rs2_v = (rs2_s != 5'd0) ? data[rs2_s] : '0;
    end
endmodule : regfile
File: run.sh
#!/bin/bash
# OpenROAD 26Q1-2900-gdf79404cd8, Yosys 0.63+post, stock flow scripts
make -C /OpenROAD-flow-scripts/flow DESIGN_CONFIG=/design/flow/config.mk WORK_HOME=/design/flow/orfs finish
==> impl_metrics.toml <==
# implementation run metrics
[layout]
max_flop_register = "data"
largest_registers = "data: 1024 flops"
n_fill_cell = 11320
finalInstanceArea_um2 = 60890
layout.cells.non_filler = 5401
layout.area.seq_um2 = 30750
largest_register_ffs = 1024
synthToLayoutAreaGrowth_pct = 12.28
final-comb-area_um2 = 22000
drive_above_1_share_pct = 24.89

[final_timing]
worst_slew_pin_slew_ns = 1.233
timing.final.max_slew_violations = 0
hold-worst-slack_ns = 3.054
fmaxAchievable_mhz = 92.84
rsz0062_at_grt = "no"
layout_worst_path_cycle_share_pct = 68.17
setup_total_negative_slack_ns = 0
finalSetupViolations = 0
maxSlewHeadroom_pct = 17.19
hold_violations = 0
period_needed_ns = 10.77

[grt]
vias_in_the_first_global_route = 35410
global_route_wire_length_before_repair_mm = 253.7
gr-usage-met1_pct = 34.48
antenna_found_initial = 4
use_met2_pct = 40.31
grt_usage_pct = 28.87
maximum_number_of_pins_on_one_net_before_global_route_repair = 77
grt_use_met3_pct = 22.69
grt.busiest_layer = "met2"
global_route.overflow_total = 0

[die]
floorplan.core_area_um2 = 134000
die.size.y_um = 370.2
ios = 114
fp.dieW_um = 370.2
floorplanUtilization_pct = 40.48
total_die_size_um2 = 137100
rows = 134

[critical_path]
timing.critical_path.from_type = "input pin"
nature_of_the_critical_path_endpoint = "primary output"
critical_path_class = "input pin to primary output"
worst_ep_required_time_ns = 12.64
worst-endpoint-arrival_ns = 7.61
critical_path.max_fanout = 69

[worst_hold_path]
worst_hold_path_type = "input pin to register"

[synthesis]
netlist.top_cell.by_instances = "sky130_fd_sc_hd__edfxtp_1"
syn_area_um2 = 54230
syn_area_per_cell_um2 = 15.49
synthesis.yosys.warnings = 1
synth-cells-yosys = 3502
sequential_element_share_of_the_synthesized_area_pct = 56.70
ys.flops = 1024
yosys-stat-area_um2 = 54230
post-synth-top-area-fraction_pct = 56.70
dominantRegCellSynth = "sky130_fd_sc_hd__edfxtp_1"
post_synth_main_area_contributors = "sky130_fd_sc_hd__edfxtp_1, sky130_fd_sc_hd__mux4_2, sky130_fd_sc_hd__and2_1, sky130_fd_sc_hd__mux2i_1, sky130_fd_sc_hd__clkbuf_1"
synthesis.instances = 3502
synth_async_sr_flop_share_pct = 0
top_area_cell = "sky130_fd_sc_hd__edfxtp_1"
synth_cell_type_count = 42
enable_flop_cells = 1024
synth.cells.most_frequent = "sky130_fd_sc_hd__edfxtp_1, sky130_fd_sc_hd__and2_1, sky130_fd_sc_hd__mux4_2, sky130_fd_sc_hd__clkbuf_1, sky130_fd_sc_hd__mux2i_1"

[detailed_routing]
post_drt_via_cell_ratio = 5.980
ant_nets = 0
drt_drc_violations_left = 0
drt-initial-drc-count = 1986
avgRoutedWirePerCell_um = 33.05
drt_pass1_iterations = 5
via_count = 32300
totalWireLength_mm = 178.5

[clock_network]
hold_fix_buffers_cts = 0
tritoncts_clock_tree = "done"
cts-root-to-sink-buffers = 3
tritoncts_num_sinks = 1024
ctsResizeCount = 0
cts_buffers = 108
cts-htree-levels = 3
clkSlewWorstSetupHoldPaths_ns = 0.07
cts-root-buf = "sky130_fd_sc_hd__clkbuf_16"
cts_setup_buffers = 0

[placement]
place.port_buffers = 113
placed_area_um2 = 57400
numPlacedInstances = 5195
placed_wire_length_estimate_mm = 106.1
place_congestion = 0.9270

[pwr]
power_w = 0.006568
pwr_density_cell_nw_per_um2 = 107.9
cellLeakagePower_nw = 20.70
power.ir.vdd_worst_mv = 0.09431

[run]
warnings = 26
maxCapViolations = 0

[run_status]
run_status = "complete, no violations"
==> final timing paths <==
kind	startpoint	cells after the start	slack (ns)	endpoint
worst max-delay path	rs2_s[0]	9	5.03	rs2_v[30]
worst min-delay path	rst	2	3.05	data[0][24]$_SDFFCE_PN0P_
==> through the flow <==
stage,utilization [%],setup WS (ns)
floorplan,-,7.877
global placement,42.85,4.846
detailed placement,42.85,4.856
CTS,45.45,4.827
global route,45.45,4.677
finish,45.46,5.029
==> power by group <==
part,switching [W],total (W),internal [W]
combinational,0.000443,0.000798,0.000356
clock,0.00108,0.00256,0.00147
sequential,0.0000740,0.00321,0.00314
==> cells in the final DEF (no fill, tap or decap), types with 14 or more instances in the layout <==
cell / synthesis / layout
sky130_fd_sc_hd__a2111oi_0: 14 / 14
sky130_fd_sc_hd__a2111oi_1: 41 / 41
sky130_fd_sc_hd__a22o_1: 51 / 51
sky130_fd_sc_hd__a22oi_1: 16 / 16
sky130_fd_sc_hd__and2_1: 995 / 994
sky130_fd_sc_hd__buf_4: 31 / 166
sky130_fd_sc_hd__clkbuf_1: 272 / 23
sky130_fd_sc_hd__clkbuf_16: 0 / 109
sky130_fd_sc_hd__clkdlybuf4s50_1: 0 / 104
sky130_fd_sc_hd__clkinv_1: 0 / 30
sky130_fd_sc_hd__clkinv_2: 0 / 17
sky130_fd_sc_hd__conb_1: 1 / 32
sky130_fd_sc_hd__edfxtp_1: 1024 / 1024
sky130_fd_sc_hd__mux2_2: 30 / 30
sky130_fd_sc_hd__mux2i_1: 150 / 150
sky130_fd_sc_hd__mux4_2: 472 / 472
sky130_fd_sc_hd__nor2_2: 0 / 15
sky130_fd_sc_hd__nor2_4: 0 / 17
sky130_fd_sc_hd__nor3_1: 54 / 54
sky130_fd_sc_hd__o22ai_1: 103 / 103
sky130_fd_sc_hd__or2_2: 33 / 33
==> critical path: stages <==
cell                              delay [ns]
sky130_fd_sc_hd__buf_8                  0.40
sky130_fd_sc_hd__buf_4                  0.61
sky130_fd_sc_hd__buf_12                 0.54
sky130_fd_sc_hd__buf_4                  0.64
sky130_fd_sc_hd__mux4_2                 0.34
sky130_fd_sc_hd__mux2i_1                0.07
sky130_fd_sc_hd__and3_1                 0.21
sky130_fd_sc_hd__a2111oi_0              0.87
sky130_fd_sc_hd__clkdlybuf4s50_1        0.63
==> cell families (layout without fill, tap and decap cells) <==
kind of cell | after synthesis | in the layout | share of synthesized area [%]
buf+inv | 389 | 484 | 3.313
compound gates | 259 | 259 | 3.652
other cells | 1 | 37 | 0.006915
simple gates | 1177 | 1177 | 13.34
mux | 652 | 652 | 22.99
flops | 1024 | 1024 | 56.70
==> final cells by class <==
class / instances / share of cell area [%]
antenna: 5 / 0.02055
sequential: 1024 / 50.50
timing repair buffer: 281 / 3.994
inverter: 2 / 0.01233
tap: 1768 / 3.633
multi-input combinational: 2120 / 36.13
clock buffer: 132 / 4.621
clock inverter: 69 / 1.091
==> per-layer routing <==
layer  vias to the layer above  wire length (um)
met4                        15              7634
met1                     15840             57610
li1                      13650                 -
met2                      2430             80240
met3                       367             32470
met5                         -               554
Power and IR drop assume default switching activity.
