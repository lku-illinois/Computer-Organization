**flow/config.mk**
```make
export PLATFORM = sky130hd
export DESIGN_NAME = alu
export DESIGN_NICKNAME = alu
export VERILOG_FILES = /design/flow/design.v
export SDC_FILE = /design/flow/constraint.sdc
export NUM_CORES = 4
export LEC_CHECK = 1
export CORE_UTILIZATION = 50
```
**flow/constraint.sdc**
```tcl
current_design alu

set clk_period 16.4
set clk_io_pct 0.2

create_clock -name clk0 -period $clk_period

set non_clock_inputs [all_inputs -no_clocks]
set_input_delay [expr $clk_period * $clk_io_pct] -clock clk0 $non_clock_inputs
set_output_delay [expr $clk_period * $clk_io_pct] -clock clk0 [all_outputs]
```
**flow/design.v**
```verilog
interface mem_itf(
    input   bit         clk,
    input   bit         rst
);
    logic   [31:0]      addr;
    logic   [3:0]       rmask;
    logic   [3:0]       wmask;
    logic   [31:0]      rdata;
    logic   [31:0]      wdata;
    logic               resp;
    bit                 error = 1'b0;
    modport dut (
        input           clk,
        input           rst,
        output          addr,
        output          rmask,
        output          wmask,
        input           rdata,
        output          wdata,
        input           resp
    );
    modport mem (
        input           clk,
        input           rst,
        input           addr,
        input           rmask,
        input           wmask,
        output          rdata,
        input           wdata,
        output          resp,
        output          error
    );
    modport mon (
        input           clk,
        input           rst,
        input           addr,
        input           rmask,
        input           wmask,
        input           rdata,
        input           wdata,
        input           resp,
        output          error
    );
endinterface
interface mon_itf(
    input   bit             clk,
    input   bit             rst
);
            logic           valid;
            logic   [63:0]  order;
            logic   [31:0]  inst;
            logic           halt;
            logic   [4:0]   rs1_addr;
            logic   [4:0]   rs2_addr;
            logic   [31:0]  rs1_rdata;
            logic   [31:0]  rs2_rdata;
            logic   [4:0]   rd_addr;
            logic   [31:0]  rd_wdata;
            logic   [31:0]  pc_rdata;
            logic   [31:0]  pc_wdata;
            logic   [31:0]  mem_addr;
            logic   [3:0]   mem_rmask;
            logic   [3:0]   mem_wmask;
            logic   [31:0]  mem_rdata;
            logic   [31:0]  mem_wdata;
            bit             error = 1'b0;
endinterface
package rv32i_types;
    typedef enum logic [6:0] {
        op_b_lui   = 7'b0110111,  
        op_b_auipc = 7'b0010111,  
        op_b_jal   = 7'b1101111,  
        op_b_jalr  = 7'b1100111,  
        op_b_br    = 7'b1100011,  
        op_b_load  = 7'b0000011,  
        op_b_store = 7'b0100011,  
        op_b_imm   = 7'b0010011,  
        op_b_reg   = 7'b0110011,  
        op_b_csr   = 7'b1110011   
    } rv32i_op_b_t;
    typedef enum bit [6:0] {
        op_lui   = 7'b0110111,  
        op_auipc = 7'b0010111,  
        op_jal   = 7'b1101111,  
        op_jalr  = 7'b1100111,  
        op_br    = 7'b1100011,  
        op_load  = 7'b0000011,  
        op_store = 7'b0100011,  
        op_imm   = 7'b0010011,  
        op_reg   = 7'b0110011   
    } rv32i_opcode;
    typedef enum logic {
        rs1_out = 1'b0
        ,pc_out = 1'b1
    } alu_m1_sel_t;
    typedef enum bit [2:0] {
        beq  = 3'b000,
        bne  = 3'b001,
        blt  = 3'b100,
        bge  = 3'b101,
        bltu = 3'b110,
        bgeu = 3'b111
    } branch_funct3_t;
    typedef enum bit [2:0] {
        lb  = 3'b000,
        lh  = 3'b001,
        lw  = 3'b010,
        lbu = 3'b100,
        lhu = 3'b101
    } load_funct3_t;
    typedef enum bit [2:0] {
        sb = 3'b000,
        sh = 3'b001,
        sw = 3'b010
    } store_funct3_t;
    typedef enum bit [2:0] {
        add  = 3'b000,  
        sll  = 3'b001,
        slt  = 3'b010,
        sltu = 3'b011,
        axor = 3'b100,
        sr   = 3'b101,  
        aor  = 3'b110,
        aand = 3'b111
    } arith_funct3_t;
    typedef enum bit [2:0] {
        alu_add = 3'b000,
        alu_sll = 3'b001,
        alu_sra = 3'b010,
        alu_sub = 3'b011,
        alu_xor = 3'b100,
        alu_srl = 3'b101,
        alu_or  = 3'b110,
        alu_and = 3'b111
    } alu_ops;
    typedef struct packed {
        logic   [31:0]  pc;
        logic   [31:0]  pc_next;
        logic           valid;
        logic   [31:0]  inst;
        logic   [4:0]   rd_s;
        logic   [31:0]  alu_result;
        logic   [4:0]   rs1_s;
        logic   [4:0]   rs2_s;
        logic   [31:0]  rs1_v;
        logic   [31:0]  rs2_v;
        logic   [3:0]   mem_wmask;
        logic   [3:0]   mem_rmask;
        logic           regf_we;
        logic   [6:0]   opcode;
        logic   [31:0]  mem_wdata;
        logic   [2:0]   funct3;
        logic   [31:0]  d_mem_addr;
        logic   [31:0]  unconst_addr;
        logic           br_en;
    } mem_wb_stage_reg_t;
    typedef struct packed {
        logic   [31:0]  inst;
        logic   [31:0]  alu_result;
        logic   [31:0]  pc;
        logic   [31:0]  pc_next;
        logic           valid;
        logic   [4:0]   rd_s;
        logic   [31:0]  rs1_v;
        logic   [31:0]  rs2_v;
        logic   [3:0]   mem_wmask;
        logic   [3:0]   mem_rmask;
        logic   [4:0]   rs1_s;
        logic   [4:0]   rs2_s;
        logic           regf_we;
        logic   [6:0]   opcode;
        logic   [31:0]  br_addr;
        logic           br_en_out;
        logic   [31:0]  mem_wdata;
        logic   [31:0]  mem_addr;
        logic   [2:0]   funct3;
    } ex_mem_stage_reg_t;
    typedef struct packed {
        logic   [31:0]  inst;
        logic   [2:0]   funct3;
        logic   [31:0]  imm;
        logic   [4:0]   rd_s;
        logic   [31:0]  rs1_v;
        logic   [31:0]  rs2_v;
        logic   [2:0]   aluop;
        logic           alusrc;
        logic   [3:0]   mem_wmask;
        logic   [3:0]   mem_rmask;
        logic           valid;
        logic   [4:0]   rs1_s;
        logic   [4:0]   rs2_s;
        logic   [31:0]  pc;
        logic           regf_we;
        logic   [1:0]   a_src;
        logic   [2:0]   cmpop;
        logic           f_src;
        logic   [6:0]   opcode;
        logic   [31:0]  br_imm;
        logic           br_sel;
        logic   [1:0]   br_en_sel;
    } id_ex_stage_reg_t;
    typedef struct packed {                 
       logic    [31:0]   pc;
       logic             valid;
    } if_id_stage_reg_t;
endpackage
module alu
(
    input   logic   [2:0]   aluop,
    input   logic   [31:0]  a, b,
    output  logic   [31:0]  f
);
    logic signed   [31:0] as;
    logic signed   [31:0] bs;
    logic unsigned [31:0] au;
    logic unsigned [31:0] bu;
    assign as =   signed'(a);
    assign bs =   signed'(b);
    assign au = unsigned'(a);
    assign bu = unsigned'(b);
    always_comb begin
        unique case (aluop)
            3'b000 : f = au +   bu;
            3'b001 : f = au <<  bu[4:0];
            3'b010 : f = unsigned'(as >>> bu[4:0]);
            3'b011 : f = au -   bu;
            3'b100 : f = au ^   bu;
            3'b101 : f = au >>  bu[4:0];
            3'b110 : f = au |   bu;
            3'b111 : f = au &   bu;
            default: f = 'x;
        endcase
    end
endmodule : alu
```
**flow/run.sh**
```bash
#!/bin/bash
# OpenROAD 26Q1-2900-gdf79404cd8, Yosys 0.63+post, stock flow scripts
make -C /OpenROAD-flow-scripts/flow DESIGN_CONFIG=/design/flow/config.mk WORK_HOME=/design/flow/orfs finish
```
==> flow_metrics.py <==
# Physical implementation metrics
metrics = {
    "logic_synthesis": {
        "avgSynthCellArea_um2": 6.76,
        "mux_area_frac": 0.170,
        "synth.logic.top_family": "AND-OR/OR-AND gates",
        "ys_warn_count": 1,
        "ys_sh_simple": 0.175,
        "ys_chip_area_mm2": 0.00764,
        "top_area_frac": 0.159,
        "ys_top_cells_by_area": "ha_1 16%, o21ai_0 8.8%, mux2i_1 8.6%, mux4_2 6.8%, a21oi_1 6.6%",
        "ys_sh_xor": 0.0642,
        "yosys_cells": 1130,
        "ys_sh_aoi": 0.336,
        "top_area_cell": "ha_1",
        "ys_seq_share": 0,
        "netlist_area_mm2": 0.00764,
        "syn_inst": 1130,
        "adder_share": 0.161,
        "synth.distinct_cells": 76,
    },
    "final_timing": {
        "worst_slack_ns": 4.89,
        "tightestPinTransition_ns": 0.875,
        "setup_tns_ns": 0,
        "setup_violations": 0,
        "relSlewSlack": 0.415,
        "final_hold_viol_count": 0,
        "max_freq_mhz": 86.9,
        "rsz0062_at_grt": "no",
        "finalClockPeriodUsage": 0.702,
        "timing.final.crit_period_ns": 11.51,
        "drv_slew": 0,
    },
    "run_status": {
        "status": "completed",
    },
    "route": {
        "n_antenna_cell": 0,
        "viasPerCell": 6.75,
        "final_antenna_net_count": 0,
        "wl_per_cell_um": 24.3,
        "wirelength_um": 32800,
        "drt-pass1-iter-count": 26,
        "vias": 9113,
        "drc": 0,
        "drt_iter0_drc": 1124,
    },
    "finish": {
        "nClkBuffers": 0,
        "ff_count": 0,
        "flop_area_um2": 0,
        "fillers": 1516,
        "drive_gt1_frac": 0.0643,
        "syn_to_final_growth_pct": 12.1,
    },
    "clock_network": {
        "post_cts_resized": 0,
        "holdBufCountCts": 0,
        "post_cts_buffers": 0,
    },
    "hold_path": {
        "min_path_type": "in2out",
        "hp-start": "b[3]",
    },
    "setup_path": {
        "cp-start-kind": "input pin",
        "worstSetupPathType": "in2out",
        "slowest_delay_ns": 0.48,
        "cp_num_buf_inv": 3,
        "worst-path-max-fanout": 38,
        "cp_top_family": "AND-OR/OR-AND gates",
        "cp_slowest_cell": "clkdlybuf4s50_1",
        "crit_path_end_kind": "primary output",
        "crit_path_frequent_cell": "o21ai_0",
        "crit_chain": "clkdlybuf4s50_1 -> buf_4 -> nor2_1 -> nand3_1 -> or2_1 -> nor3_2 -> nand3_1 -> o21ai_0 -> xnor2_1 -> ha_1 -> a21oi_1 -> o21ai_0 -> a32o_1 -> o21ai_0 -> or2b_2 -> a21oi_1 -> o21ai_0 -> xnor2_1 -> o211ai_1 -> clkdlybuf4s50_1",
        "cp.arrival_ns": 8.23,
        "endpoint": "f[27]",
        "worst-path-stages": 20,
        "required_ns": 13.12,
        "crit_start": "b[4]",
    },
    "job": {
        "tool_warnings": 67,
        "cap_viol_max_count": 0,
    },
    "power_and_ir_drop": {
        "p_per_area_mw_per_mm2": 39.8,
        "vdd_ir_drop_max_v": 0.0000186,
        "leakagePower_nw": 3.66,
        "power_mw": 0.341,
    },
    "place": {
        "port_buffers": 99,
        "routabilityCongestion": 1.11,
        "dpl_worst_slack_ns": 5.00,
        "hpwl_um": 25100,
    },
    "global_route": {
        "grt.total_usage": 0.418,
        "grt_max_degree": 63,
        "grt_pass1_wl_um": 49200,
        "overflow": 0,
        "grt_antenna_before_repair": 0,
        "grt_pass1_vias": 8094,
    },
    "floorplanning": {
        "chipArea_mm2": 0.0158,
        "num_rows": 44,
        "die_h_um": 126,
        "initCoreUtil": 0.520,
        "die_w_um": 126,
        "pin_count": 99,
        "coreArea_mm2": 0.0147,
    },
}
-- per-stage QoR --
stage	util	cells	hold slack (ns)	cell area, um^2
finish	0.583	1351	7.85	8570
global route	0.583	1351	7.91	8570
CTS	0.583	1351	7.84	8570
detailed placement	0.583	1351	7.83	8570
global placement	0.583	1351	7.83	8570
floorplan	-	1130	6.79	7640
-- logic make-up (layout without fill, tap and decap cells) --
family,count (synthesis),count (layout)
compound gates,410,410
fa+ha+maj,98,98
xor+xnor,56,56
buf+inv,160,197
simple gates,306,306
mux,100,100
-- cell usage after synthesis, drive strengths merged (4+ instances only) --
cell and instances:
a211oi 20, mux2i 66, nor2b 5, o211ai 14, nand2 103, clkbuf 43
o21a 7, a221o 5, a221oi 7, nand4 10, ha 97, and3 4
nor2 126, o21bai 5, nor3 12, o221ai 9, o21ai 137, nand2b 12
mux2 11, a31oi 16, inv 77, a211o 10, nand3 14, a21oi 101
and2 6, xor2 9, o22ai 15, or3 4, xnor2 47, mux4 23
buf 36, o31ai 10, a22oi 10, a21o 18
-- power breakdown --
part	total (mW)	internal [mW]	switching (mW)
clock network	0	0	0
logic	0.341	0.143	0.198
registers	0	0	0
-- how the worst min path moves through the flow --
stage,cells after the start,to,slack [ns]
4_1_cts,5,f[1],7.84
5_1_grt,5,f[1],7.91
6_report,5,f[1],7.85
-- cell type report --
type | count | area (um^2) | share of cell area
inverters | 79 | 297 | 0.0346
multi-input cells | 970 | 6930 | 0.809
well taps | 184 | 230 | 0.0269
repair buffers | 118 | 1110 | 0.130
-- metal layers --
| metal | global-route usage | share of wire |
|---|---|---|
| met1 | 0.634 | 0.43 |
| met2 | 0.574 | 0.40 |
| met3 | 0.114 | 0.13 |
| met4 | 0.131 | 0.038 |
| met5 | 0 | 0 |
-- worst min-delay path, cell delays in order --
cell and delay [ns]:
buf_2 0.10, buf_4 0.31, o22ai_1 0.21, o32a_1 0.19, clkdlybuf4s50_1 0.48
-- cells in the final DEF, fill, tap and decap left out, types with 5 or more instances in the layout --
cell type,n
o21a_1,7
nor3_1,10
o22ai_1,15
nand2b_1,12
nand4_1,10
ha_1,97
mux2i_1,66
a211o_1,10
a21oi_1,101
a31oi_1,15
o221ai_1,9
xnor2_1,47
o31ai_1,9
nor2b_1,5
a22oi_1,10
o21bai_1,5
mux2_2,11
o211ai_1,14
nand3_1,14
a221oi_1,7
o21ai_0,135
a221o_1,5
a21o_1,18
a211oi_1,19
nand2_1,103
xor2_1,9
inv_1,76
clkdlybuf4s50_1,94
buf_4,20
mux4_2,23
nor2_1,125
Power and IR drop assume default switching activity.
