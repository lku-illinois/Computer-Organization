**flow/run.sh**
```bash
#!/bin/bash
# OpenROAD 26Q1-2900-gdf79404cd8, Yosys 0.63+post, stock flow scripts
make -C /OpenROAD-flow-scripts/flow DESIGN_CONFIG=/design/flow/config.mk WORK_HOME=/design/flow/orfs finish
```
**flow/config.mk**
```make
export PLATFORM = sky130hd
export DESIGN_NAME = plru
export DESIGN_NICKNAME = plru
export VERILOG_FILES = /design/flow/design.v
export SDC_FILE = /design/flow/constraint.sdc
export NUM_CORES = 4
export LEC_CHECK = 1
export CORE_UTILIZATION = 40
```
**flow/constraint.sdc**
```tcl
current_design plru

set clk_period 3.7
set clk_io_pct 0.2

create_clock -name clk0 -period $clk_period [get_ports {clk}]

set non_clock_inputs [all_inputs -no_clocks]
set_input_delay [expr $clk_period * $clk_io_pct] -clock clk0 $non_clock_inputs
set_output_delay [expr $clk_period * $clk_io_pct] -clock clk0 [all_outputs]
```
**flow/design.v**
```verilog
interface mem_itf(
    input   bit         clk,
    input   bit         rst
);
    logic   [31:0]      addr;
    logic   [3:0]       rmask;
    logic   [3:0]       wmask;
    logic   [31:0]      rdata;
    logic   [31:0]      wdata;
    logic               resp;
    bit                 error = 1'b0;
    modport dut (
        input           clk,
        input           rst,
        output          addr,
        output          rmask,
        output          wmask,
        input           rdata,
        output          wdata,
        input           resp
    );
    modport mem (
        input           clk,
        input           rst,
        input           addr,
        input           rmask,
        input           wmask,
        output          rdata,
        input           wdata,
        output          resp,
        output          error
    );
    modport mon (
        input           clk,
        input           rst,
        input           addr,
        input           rmask,
        input           wmask,
        input           rdata,
        input           wdata,
        input           resp,
        output          error
    );
endinterface
interface mon_itf(
    input   bit             clk,
    input   bit             rst
);
            logic           valid;
            logic   [63:0]  order;
            logic   [31:0]  inst;
            logic           halt;
            logic   [4:0]   rs1_addr;
            logic   [4:0]   rs2_addr;
            logic   [31:0]  rs1_rdata;
            logic   [31:0]  rs2_rdata;
            logic   [4:0]   rd_addr;
            logic   [31:0]  rd_wdata;
            logic   [31:0]  pc_rdata;
            logic   [31:0]  pc_wdata;
            logic   [31:0]  mem_addr;
            logic   [3:0]   mem_rmask;
            logic   [3:0]   mem_wmask;
            logic   [31:0]  mem_rdata;
            logic   [31:0]  mem_wdata;
            bit             error = 1'b0;
endinterface
package rv32i_types;
    typedef enum logic [6:0] {
        op_b_lui   = 7'b0110111,  
        op_b_auipc = 7'b0010111,  
        op_b_jal   = 7'b1101111,  
        op_b_jalr  = 7'b1100111,  
        op_b_br    = 7'b1100011,  
        op_b_load  = 7'b0000011,  
        op_b_store = 7'b0100011,  
        op_b_imm   = 7'b0010011,  
        op_b_reg   = 7'b0110011,  
        op_b_csr   = 7'b1110011   
    } rv32i_op_b_t;
    typedef enum bit [6:0] {
        op_lui   = 7'b0110111,  
        op_auipc = 7'b0010111,  
        op_jal   = 7'b1101111,  
        op_jalr  = 7'b1100111,  
        op_br    = 7'b1100011,  
        op_load  = 7'b0000011,  
        op_store = 7'b0100011,  
        op_imm   = 7'b0010011,  
        op_reg   = 7'b0110011   
    } rv32i_opcode;
    typedef enum logic {
        rs1_out = 1'b0
        ,pc_out = 1'b1
    } alu_m1_sel_t;
    typedef enum bit [2:0] {
        beq  = 3'b000,
        bne  = 3'b001,
        blt  = 3'b100,
        bge  = 3'b101,
        bltu = 3'b110,
        bgeu = 3'b111
    } branch_funct3_t;
    typedef enum bit [2:0] {
        lb  = 3'b000,
        lh  = 3'b001,
        lw  = 3'b010,
        lbu = 3'b100,
        lhu = 3'b101
    } load_funct3_t;
    typedef enum bit [2:0] {
        sb = 3'b000,
        sh = 3'b001,
        sw = 3'b010
    } store_funct3_t;
    typedef enum bit [2:0] {
        add  = 3'b000,  
        sll  = 3'b001,
        slt  = 3'b010,
        sltu = 3'b011,
        axor = 3'b100,
        sr   = 3'b101,  
        aor  = 3'b110,
        aand = 3'b111
    } arith_funct3_t;
    typedef enum bit [2:0] {
        alu_add = 3'b000,
        alu_sll = 3'b001,
        alu_sra = 3'b010,
        alu_sub = 3'b011,
        alu_xor = 3'b100,
        alu_srl = 3'b101,
        alu_or  = 3'b110,
        alu_and = 3'b111
    } alu_ops;
    typedef struct packed {
        logic   [31:0]  pc;
        logic   [31:0]  pc_next;
        logic           valid;
        logic   [31:0]  inst;
        logic   [4:0]   rd_s;
        logic   [31:0]  alu_result;
        logic   [4:0]   rs1_s;
        logic   [4:0]   rs2_s;
        logic   [31:0]  rs1_v;
        logic   [31:0]  rs2_v;
        logic   [3:0]   mem_wmask;
        logic   [3:0]   mem_rmask;
        logic           regf_we;
        logic   [6:0]   opcode;
        logic   [31:0]  mem_wdata;
        logic   [2:0]   funct3;
        logic   [31:0]  d_mem_addr;
        logic   [31:0]  unconst_addr;
        logic           br_en;
    } mem_wb_stage_reg_t;
    typedef struct packed {
        logic   [31:0]  inst;
        logic   [31:0]  alu_result;
        logic   [31:0]  pc;
        logic   [31:0]  pc_next;
        logic           valid;
        logic   [4:0]   rd_s;
        logic   [31:0]  rs1_v;
        logic   [31:0]  rs2_v;
        logic   [3:0]   mem_wmask;
        logic   [3:0]   mem_rmask;
        logic   [4:0]   rs1_s;
        logic   [4:0]   rs2_s;
        logic           regf_we;
        logic   [6:0]   opcode;
        logic   [31:0]  br_addr;
        logic           br_en_out;
        logic   [31:0]  mem_wdata;
        logic   [31:0]  mem_addr;
        logic   [2:0]   funct3;
    } ex_mem_stage_reg_t;
    typedef struct packed {
        logic   [31:0]  inst;
        logic   [2:0]   funct3;
        logic   [31:0]  imm;
        logic   [4:0]   rd_s;
        logic   [31:0]  rs1_v;
        logic   [31:0]  rs2_v;
        logic   [2:0]   aluop;
        logic           alusrc;
        logic   [3:0]   mem_wmask;
        logic   [3:0]   mem_rmask;
        logic           valid;
        logic   [4:0]   rs1_s;
        logic   [4:0]   rs2_s;
        logic   [31:0]  pc;
        logic           regf_we;
        logic   [1:0]   a_src;
        logic   [2:0]   cmpop;
        logic           f_src;
        logic   [6:0]   opcode;
        logic   [31:0]  br_imm;
        logic           br_sel;
        logic   [1:0]   br_en_sel;
    } id_ex_stage_reg_t;
    typedef struct packed {                 
       logic    [31:0]   pc;
       logic             valid;
    } if_id_stage_reg_t;
endpackage
module plru (
    input   logic           clk,
    input   logic           rst,
    input   logic           hit_,
    input   logic   [3:0]   set_sel,
    input   logic   [1:0]   way_sel,
    output  logic   [3:0]   plru,
    output  logic   [1:0]   plru_2
);
    logic  [2:0] next_status;
    logic  [2:0] status [16];
    always_ff @( posedge clk ) begin 
        if(rst) begin
            for(int i = 0; i < 16; i++) begin
                status[i] <= '0;
            end
        end
        else if (hit_) begin
            status[set_sel] <= next_status;
        end
        else begin
            status[set_sel] <= status[set_sel];
        end
    end
    assign next_status[2] = way_sel[1]    ?   1'b1 : 1'b0;
    assign next_status[1] = way_sel[1]    ?   status[set_sel][1]   :    way_sel[0];
    assign next_status[0] = way_sel[1]    ?   way_sel[0]         :    status[set_sel][0];
    always_comb begin
        unique case (status[set_sel])
            3'b000  :   plru = 4'b1000;        
            3'b001  :   plru = 4'b0100;        
            3'b010  :   plru = 4'b1000;        
            3'b011  :   plru = 4'b0100;        
            3'b100  :   plru = 4'b0010;        
            3'b101  :   plru = 4'b0010;        
            3'b110  :   plru = 4'b0001;        
            3'b111  :   plru = 4'b0001;        
            default :   plru = 4'b1000;        
        endcase
    end
    always_comb begin
        unique case (plru)
            4'b1000 :   plru_2 = 2'b11;
            4'b0100 :   plru_2 = 2'b10;
            4'b0010 :   plru_2 = 2'b01;
            4'b0001 :   plru_2 = 2'b00;
            default :   plru_2 = 2'b00;
        endcase
    end
endmodule
```
==> results_dict.tcl <==
# metrics dict for downstream scripts
set metrics [dict create \
    warnings 25 \
    drt-vias-per-instance 5.45 \
    largest_area_cell "edfxtp_1" \
    placed_area_mm2 0.00286 \
    reg_top3 "status (48)" \
    yosys.area.top_type_share_pct 56.9 \
    hpwlAfterDp_um 4060 \
    cp.arrival_ns 2.81 \
    largest_reg_flops 48 \
    fmax_ghz 0.282 \
    synth_area_mm2 0.00253 \
    hold_path_depth 4 \
    skew_ns 0.00725 \
    powerDensity_mw_per_mm2 373 \
    setup_viol 0 \
    port_buffers 14 \
    antenna_left 0 \
    outcome "completed" \
    drive_gt1_share_pct 24.6 \
    cts_hold_buf 0 \
    synth_warnings 1 \
    cts_max_path_buffers 2 \
    hold_class "flip-flop to flip-flop" \
    crit_chain "dlygate4sd2_1 -> mux4_1 -> nor2b_1 -> nor4_2 -> or2_1 -> a21oi_1 -> clkdlybuf4s50_1" \
    reg2reg_slack_ns 1.61 \
    fp.dieH_um 81.6 \
    dr.pass1.iters 4 \
    drt_iter0_drc 98 \
    root_buffer "clkbuf_8" \
    critPathKind "input pin to output pin" \
    gp_congestion 0.879 \
    grt_usage_pct 18.9 \
    syn_inst 201 \
    min_from "status[14][2]$_SDFFCE_PN0P_" \
    antenna_found_initial 0 \
    grt_pass1_vias 1659 \
    tightest_slew_ns 0.647 \
    row_count 28 \
    htree_levels 2 \
    cts_made_buffers 5 \
    worstHoldEndpoint "status[14][2]$_SDFFCE_PN0P_" \
    final_cells 311 \
    pin_count 15 \
    die_x_um 81.6 \
    wl_um 5410 \
    fp_util_pct 42.1 \
    core-area_mm2 0.00603 \
    areaGrowthSynthToFinish_pct 17.6 \
    rr_endpoint "status[0][2]$_SDFFCE_PN0P_" \
    r2r_start "status[11][2]$_SDFFCE_PN0P_" \
    grt_start_max_net_pins 14 \
    leakagePower_uw 0.00110 \
    whs_ns 1.04 \
    grt_pass1_wl_um 8470 \
    fin_crit_ns 3.55 \
    period_used_pct 95.9 \
    vias 1694 \
    cts_tree "done" \
    crit_path_end_kind "output pin" \
    diodes 0 \
    numClockSinks 48 \
    rsz0062_at_grt "false" \
    ys_seq_share_pct 56.9 \
    maxCapViolations 0 \
    hold_violations 0 \
    cp_slowest_stage_delay_ns 0.59 \
    cp_slowest_cell "mux4_1" \
    ir_worst_vdd_v 0.000237 \
    globalRouteOverflowTotal 0 \
    design_area_mm2 0.00298 \
    die_area_mm2 0.00666 \
    regMostFlops "status" \
    maxSlewViolCount 0 \
    synth_flops 48 \
    post-route-drc-count 0 \
    n_fill_cell 541 \
    ys_cells 201 \
    wire_per_inst_um 17.4 \
    r2r_cells 4 \
    critPathLaunchType "input pin" \
    dp_cells 301 \
    ys_area_mm2 0.00253 \
    clk_latency_ns 0.30 \
    area_leaders "edfxtp_1 57%, nor2_1 6.8%, mux4_2 5.3%, nand2b_1 4.7%, mux2_2 3.6%" \
    cp_data_required_time_ns 2.96 \
    synth_cell_types 31 \
    worstPathMaxFanout 5 \
    slew_headroom_pct 56.5 \
    syn_avg_cell_area_um2 12.6 \
    cts.clk_slew.worst_paths_ns 0.08 \
]
[stage by stage]
| stage | utilization [%] | worst slack [ns] | setup TNS [ns] | total power (uW) |
|---|---|---|---|---|
| floorplan | - | 1.02 | 0 | 753 |
| global placement | 47.4 | -0.119 | -0.271 | 837 |
| detailed placement | 47.4 | -0.117 | -0.280 | 836 |
| CTS | 49.5 | 0.152 | 0 | 1120 |
| global route | 49.5 | 0.0290 | 0 | 1160 |
| finish | 49.5 | 0.153 | 0 | 1110 |
[worst max-delay path: cells and delay by family]
kind	cells	cell delay, ns
compound gates	1	0.15
simple gates	3	0.49
mux	1	0.59
buf+inv	2	0.83
[how the worst max path moves through the flow]
stage	end	depth (start not counted)	start	slack, ns
4_1_cts	plru_2[0]	8	set_sel[1]	0.15
5_1_grt	plru_2[0]	7	set_sel[2]	0.03
6_report	plru_2[0]	7	set_sel[2]	0.15
[layout make-up]
cell class	instances	area, um^2	area share, %
tap	75	93.8	3.15
multi-input combinational	140	1000	33.7
inverter	3	11.3	0.378
clock buffer	5	68.8	2.31
sequential	48	1440	48.4
timing repair buffer	38	354	11.9
clock inverter	2	7.51	0.252
[cell usage after synthesis]
cell	count
inv_1	3
nand2b_1	19
o41ai_4	1
o21bai_2	1
clkbuf_1	3
mux2i_4	1
mux4_1	2
nor2_1	46
nor3_1	6
mux2i_1	3
a2111oi_1	2
o31ai_4	2
nor2_2	6
mux4_2	6
nor4_2	1
o21bai_1	1
o21ai_0	2
nor2b_1	6
buf_6	6
and2_4	1
or2_1	1
a21oi_1	1
edfxtp_1	48
o22ai_2	1
o21a_1	1
nand3_1	4
nand2_1	13
o22ai_1	3
buf_2	1
and2_1	2
mux2_2	8
[per-layer routing]
layer	up-vias	routed length [um]	share of wire, %	track usage (%)
met2	61	2480	46	28.0
met1	831	2480	46	30.0
li1	795	-	-	-
met4	0	63	1.2	1.75
met5	-	0	0	0
met3	7	384	7.1	6.31
[layout by cell type (no fill, tap or decap), types with 6 or more instances in the layout]
| cell | n |
|---|---|
| edfxtp_1 | 48 |
| nor2b_1 | 6 |
| buf_4 | 22 |
| mux4_2 | 6 |
| nor2_1 | 46 |
| clkdlybuf4s50_1 | 11 |
| nand2b_1 | 19 |
| nor2_2 | 6 |
| nand2_1 | 13 |
| mux2_2 | 8 |
| nor3_1 | 6 |
[cells by family (layout without fill, tap and decap cells)]
group,after synthesis,in the layout,share of synthesized area (%)
DFF,48,48,56.9
and+or+nand+nor,105,105,19.9
buffers and inverters,13,48,3.75
AOI/OAI and AO/OA,15,15,6.42
muxes,20,20,13.0
[power by group]
| group | switching (uW) | internal (uW) |
|---|---|---|
| clock network | 157 | 125 |
| registers | 8.07 | 622 |
| logic | 101 | 98.2 |
| total | 266 | 845 |
[what timing repair did]
item / in CTS / in global routing
endpoints found under the hold margin: 0 / 0
endpoints found under the setup margin: 5 / 0
buffers inserted: 2 / 0
resized: 4 / 0
Power is estimated from default activity; no workload was simulated.
